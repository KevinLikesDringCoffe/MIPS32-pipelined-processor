[config.mk]
export PLATFORM = sky130hd
export DESIGN_NAME = hilo
export DESIGN_NICKNAME = hilo
export VERILOG_FILES = /design/flow/design.v
export SDC_FILE = /design/flow/constraint.sdc
export NUM_CORES = 4
export LEC_CHECK = 1
export CORE_UTILIZATION = 50
[constraint.sdc]
current_design hilo

set clk_period 1.0
set clk_io_pct 0.2

create_clock -name clk0 -period $clk_period [get_ports {clk}]

set non_clock_inputs [all_inputs -no_clocks]
set_input_delay [expr $clk_period * $clk_io_pct] -clock clk0 $non_clock_inputs
set_output_delay [expr $clk_period * $clk_io_pct] -clock clk0 [all_outputs]
[run.sh]
#!/bin/bash
# OpenROAD 26Q1-2900-gdf79404cd8, Yosys 0.63+post, stock flow scripts
make -C /OpenROAD-flow-scripts/flow DESIGN_CONFIG=/design/flow/config.mk WORK_HOME=/design/flow/orfs finish
[design.v]
`timescale 1ns / 1ps
module hilo(
    input clk,
    input rst,
    input hi_wr,
    input lo_wr,
    input [31:0] hi_wdata,
    input [31:0] lo_wdata,
    output reg [31:0] hi_rdata,
    output reg [31:0] lo_rdata
);
reg [31:0] hi;
reg [31:0] lo;
always @ (posedge clk) begin
    if(rst) begin
        hi <= 32'b0;
        lo <= 32'b0;
    end
    else begin
        if(hi_wr) hi <= hi_wdata;
        if(lo_wr) lo <= lo_wdata;
    end
end
always @ (*) begin
    hi_rdata <= hi;
    lo_rdata <= lo;
end
endmodule
==> run notes <==
fresh numbers from the pnr run: status complete, no violations, dominant cells by area after synthesis dfxtp_1, mux2i_1, nor2_1, maximum VDD drop about 0.0014 V, r2r setup slk approximately 0.23 ns, # fillers ~300, critical path's largest stage delay 0.35 ns, Setup CP Type flop to output pin, gr usage total a little under a quarter, Critical Path RT about 0.8 ns, Synth Seq Share a little over half, Max-cap violations 0, setup violators final 0, Mapped Area 2340 um2, first-pass GRT wire length around 9000 um, Final Hold Viols 0, share of cells above drive strength 1 about 43%, most common logic cells in the final layout buf_2, mux2i_1, nor2_1, dfxtp_2, clkdlybuf4s50_1, Gate Count Post-Synth between 200 and 250, Final period util 97.5%, DRT Wirelength around 5700 um, crit path max fanout 2, P_sw ~1.2 mW, area grow syn2layout 51.6%, top-level port count 132, Flop pwr share about 53%, Bufs on Longest Clock Path 2, core footprint 4410 um2, Gate power share between 10 and 15%, clock power share between 30 and 40%, Worst Hold Endpoint hi[18], largest net degree at the start of global routing 35, power per cell area 1490 nW/um2, Worst Max-Slew Pin Slew 0.197 ns, Comb area 881 um2, CTS buffer count 9, final core occ between 80% and 90%, Die Ht 70.4 um, distinct lib cells 7, DPL Wire Length around 3700 um, antenna viol nets, final 0, Layout Skew 0 ns, first-pass iteration count of the detailed router 4, Syn Area/Cell 11.3 um2, Top-area cell share 54.8%, f_max 1.03 GHz, Critical Path End Type output pin, Yosys top cell by area dfxtp_1, stage-log warning count 27, Hold Startpoint rst, Flops after synth between 60 and 70, top logic cell by instance count in the layout buf_2, CP Cell Sequence buf_6, initial antenna violation count 0, worst skew pair latency between 0.3 and 0.4 ns, Antenna diodes 0, storage element area ~1400 um2, crit start category flop, total power 5.27 mW, final setup TNS 0 ns, # DRC 0, Vias about 1,900, Period minus WS final just under 1 ns, Critical Path AT 0.78 ns, # rows 24, CTS clk-pin slew, worst paths 0.07 ns, H-tree levels 3, worst hold path class primary input to flop, CTS root buffer clkbuf_8, Yosys warning total 1, Hold WS between 0.3 and 0.4 ns, switching fraction of total power ~22%, initial DRC count ~95, RSZ-0062 raised after global routing true, yosys stat cell total 207, Init Core Util between 50% and 60%, Max-slew headroom slightly below 90%, die area between 4000 and 5000 um2, via/cell ratio between 4 and 5, WP buf/inv 1, CTS tree built, GRT Residual Overflow 0, IO Port Bufs ~130, vias in the first global route around 1,900, hold-critical path depth 3, Final Max Tran Viols 0, r2r endpoint hi[2], Sink Count 64, RR Startpoint hi[2], Worst Reg2Reg Path Length in Cells 3, Pint 4.09 mW, Yosys chip area ~2300 um2, P_leak approximately 1.8 nW, Slowest-stage cell, CP dfxtp_2, Top Family by Delay on Critical Path flip-flops, WL per Instance between 10 and 15 um, chip width 70.4 um, Final Wtd Congestion a little over 0.8
Yosys cell counts:
cell	n
nor2_1	64
buf_12	6
buf_2	6
dfxtp_1	64
buf_6	2
mux2i_1	64
clkbuf_2	1
power by group through the flow:
stage,Combinational [mW],Sequential [mW],Clock [mW]
after CTS,0.777,2.80,1.74
final,0.771,2.80,1.69
after global routing,0.836,2.82,1.85
per-layer routing:
metal / global-route usage (%) / vias to the layer above / share of wire, %
met4: 2.22 / 0 / 0.86
met1: 34.0 / 876 / 43
met3: 8.18 / 6 / 8.7
met5: 0 / - / 0
met2: 37.8 / 86 / 47
li1: - / 944 / -
kinds of logic (layout without fill, tap and decap cells):
logic type / after synthesis / after routing / synth area share [%]
buffers and inverters: 15 / 151 / 7.59
and+or+nand+nor: 64 / 64 / 10.3
muxes: 64 / 64 / 27.4
DFF: 64 / 64 / 54.8
sequential cells by signal (all words and copies together) (netlist names):
signal,flops
hi,32
lo,32
metrics by stage:
step	setup WS, ns	area [um2]	cells
after global placement	-0.00455	3630	381
after detailed placement	-0.0273	3630	381
after CTS	0.00350	3550	395
after global routing	-0.0100	3550	395
final	0.0250	3550	395
after floorplan	0.218	2340	207
how the worst max path moves through the flow:
stage	from	depth (start not counted)	to
after global routing	lo[30]	1	lo_rdata[30]
final	lo[30]	1	lo_rdata[30]
after CTS	lo[30]	1	lo_rdata[30]
area by class of cell:
| class | instances | share of cell area [%] |
|---|---|---|
| sequential | 64 | 38.4 |
| timing repair buffer | 138 | 30.9 |
| multi-input combinational | 128 | 24.8 |
| clock buffer | 11 | 3.71 |
| tap | 52 | 1.83 |
| clock inverter | 2 | 0.282 |
what timing repair did:
| item | in CTS | in global routing |
|---|---|---|
| endpoints found under the setup margin | 64 | 1 |
| hold buffers | 0 | 0 |
| resized | 258 | 0 |
| setup buffers | 1 | 0 |
Power and IR drop assume default switching activity.
